<file path="run.sh">
#!/bin/bash
# OpenROAD 26Q1-2900-gdf79404cd8, Yosys 0.63+post, stock flow scripts
make -C /OpenROAD-flow-scripts/flow DESIGN_CONFIG=/design/flow/config.mk WORK_HOME=/design/flow/orfs finish
</file>
<file path="config.mk">
export PLATFORM = sky130hd
export DESIGN_NAME = tas
export DESIGN_NICKNAME = tas
export VERILOG_FILES = /design/flow/design.v
export SDC_FILE = /design/flow/constraint.sdc
export NUM_CORES = 4
export LEC_CHECK = 1
export CORE_UTILIZATION = 30
</file>
<file path="constraint.sdc">
current_design tas

set clk_period 2.4
set clk_io_pct 0.2

create_clock -name clk0 -period $clk_period [get_ports {clk_2}]
create_clock -name clk1 -period $clk_period [get_ports {clk_50}]

set non_clock_inputs [all_inputs -no_clocks]
set_input_delay [expr $clk_period * $clk_io_pct] -clock clk0 $non_clock_inputs
set_output_delay [expr $clk_period * $clk_io_pct] -clock clk0 [all_outputs]
</file>
<file path="design.v">
module fifo(
  input            wr_clk,    
  input            rd_clk,    
  input            reset_n,   
  input            wr,        
  input            rd,        
  input      [7:0] data_in,   
  output reg [7:0] data_out,  
  output reg       empty,     
  output reg       full       
  );
  reg [3:0] waddr;
  reg [3:0] raddr;
  reg [7:0] mem [7:0];
assign full = ((raddr[2:0] == waddr[2:0] && raddr[3] != waddr[3]))?1'b1:1'b0;
assign empty = (raddr== waddr)?1'b1:1'b0;
  always_ff @ (posedge wr_clk, negedge reset_n) begin
    if(!reset_n) begin
      waddr <= 4'b0;
      raddr <= 4'b0;
    end
    else if(wr && !full) begin
      mem[waddr[2:0]] <= data_in;
      waddr <= waddr + 1;
    end
  end
  always_ff @ (posedge rd_clk, negedge reset_n) begin
    if(!reset_n) begin
      data_out <= 8'bX;
      end
    else if(rd && !empty) begin
      data_out <= mem[raddr[2:0]];
      raddr <= raddr + 1;
    end
  end
endmodule
module a5_or_c3(
  input            clk_50,
  input            reset_n,
  input      [7:0] header,
  input            header_en,
  output reg [7:0] data_to_fifo,
  output reg       wr_fifo
  );
enum logic [1:0] {
  IDLE = 2'b00,
  SAVE = 2'b01,
  TEST = 2'b11
}cs, ns;
reg [7:0] header_reg;
always @(*) begin
  if (header_en == 1'b1)
    header_reg = header;
end
reg [2:0] cnt = 3'b000;
always_ff @ (posedge clk_50, negedge reset_n) begin
  if(!reset_n)
    cs <= IDLE;
  else
    cs <= ns;
end
always @(*) begin
  unique case (cs)
    IDLE: begin
      if (header_reg == 8'b10100101 || header_reg == 8'b11000011)
        ns <= TEST;
      else
        ns <= IDLE;
    end
    TEST: begin
      if (header_reg == 8'b10100101 || header_reg == 8'b11000011)
        ns <= TEST;
      else if (header_en == 1'b1)
        ns <= SAVE;
    end
    SAVE: begin
      if (cnt == 3'b100)
        ns <= IDLE;
      else if (cnt != 3'b100)
        ns <= TEST;
    end
  endcase
end
always @(*) begin
  case (cs)
    IDLE: begin
      cnt = 3'b000;
      wr_fifo = 1'b0;
    end
    TEST: begin
      wr_fifo = 1'b0;
    end
    SAVE: begin
      wr_fifo = 1'b1;
      data_to_fifo = header_reg;
      cnt = cnt + 1;
    end
  endcase
end
endmodule  
module avgr(
  input  reg [7:0] fifo_to_avgr,
  input            clk_2,
  input            reset_n,
  input            rd_fifo,
  input            dis_rd_fifo,
  output reg       avging,
  output reg       avg_done,
  output reg       ram_wr_n,
  output reg [7:0] result
  );
enum logic [1:0]{
  IDLE = 2'b00,
  WORK = 2'b01,
  DEVI = 2'b10,
  OUTP = 2'b11
}cs, ns;
reg       [8:0] avg = 8'b00000000;
reg       [3:0] cnt = 3'b000;
reg             rd_en;
assign avging = (ns == WORK)?1:0;
always @(*) begin
  if (rd_fifo)
    rd_en = 1'b1;
  else if (dis_rd_fifo)
    rd_en = 1'b0;
end
always_ff @ (posedge clk_2, negedge reset_n) begin
  if (!reset_n)
    cs <= IDLE;
  else
    cs <= ns;
end
always @(*) begin
  case (cs)
    IDLE: begin
      if (rd_en == 1'b1)
        ns = WORK;
      else
        ns = IDLE;
    end
    WORK: begin
      if (cnt == 3'b100)
        ns = DEVI;
      else if (cnt != 3'b100)
        ns = WORK;
    end
    DEVI:
      ns = OUTP;
    OUTP: begin
      ns = IDLE;
    end
  endcase
end
always @(*) begin
  case (cs)
    IDLE: begin
      avg = 8'b00000000;
      cnt = 3'b000;
      ram_wr_n = 1'b0;
      avg_done = 1'b0;
    end
    WORK: begin
      avg = avg[7:0] + fifo_to_avgr;
      cnt = cnt + 1;
    end
    DEVI: begin
      avg = avg >> 2;
    end
    OUTP: begin
      result = avg;
      avg_done = 1'b1;
      ram_wr_n = 1'b1;
    end
  endcase
end
endmodule
module cnt(
  input             clk_2,
  input             reset_n,
  input             avg_done,
  output reg [10:0] ram_addr
  );
always_ff @ (posedge clk_2, negedge reset_n) begin
  if (!reset_n) begin
    ram_addr <= 10'h7FF;
  end
  else if (avg_done == 1'b1) begin
    ram_addr <= ram_addr - 1;
  end
end
endmodule
module tas (
       input  clk_50,                
       input  clk_2,                 
       input  reset_n,               
       input  serial_data,           
       input  data_ena,              
       output ram_wr_n,              
       output [7:0] ram_data,        
       output [10:0] ram_addr        
       );
reg  [7:0] shift_reg;                  
reg  [3:0] shift_reg_cnt = 4'b0000;    
reg        shift_out;                  
wire       wr_header_fifo;
wire [7:0] data_header_fifo;
wire       rd_from_avgr;
wire       rd_fifo_avgr;
wire [7:0] data_fifo_avgr;
wire       flag_rd_fifo;
wire       signal_done;
assign shift_out = (shift_reg_cnt == 4'b1000)?1:0;
always_ff @ (posedge clk_50, negedge reset_n) begin
  if (!reset_n)
    shift_reg <= 8'b0;
  else begin
    if (data_ena && (shift_reg_cnt != 4'b1000)) begin
      shift_reg <= shift_reg >> 1;
      shift_reg[7] <= serial_data;
      shift_reg_cnt <= shift_reg_cnt + 1;
    end
    else if (shift_reg_cnt == 4'b1000) begin
      shift_reg <= 8'b00000000;
      shift_reg_cnt <= 4'b0000;
    end
  end
end
a5_or_c3 a5_or_c3_0(
  .clk_50(clk_50),
  .reset_n(reset_n),
  .header(shift_reg),
  .header_en(shift_out),
  .data_to_fifo(data_header_fifo),
  .wr_fifo(wr_header_fifo)
  );
fifo fifo_0(
  .wr_clk(clk_50),                
  .rd_clk(clk_2),                 
  .reset_n(reset_n),              
  .wr(wr_header_fifo),            
  .rd(rd_from_avgr),              
  .data_in(data_header_fifo),     
  .full(rd_fifo_avgr),            
  .empty(flag_rd_fifo),           
  .data_out(data_fifo_avgr)       
  );
avgr avgr_0(
  .fifo_to_avgr(data_fifo_avgr),
  .clk_2(clk_2),
  .reset_n(reset_n),
  .rd_fifo(rd_fifo_avgr),
  .dis_rd_fifo(flag_rd_fifo),
  .avging(rd_from_avgr),
  .avg_done(signal_done),
  .ram_wr_n(ram_wr_n),
  .result(ram_data)
  );
cnt cnt_0(
  .clk_2(clk_2),
  .reset_n(reset_n),
  .avg_done(signal_done),
  .ram_addr(ram_addr)
  );
endmodule
</file>
==> changes_impl.md <==
## Flow update

- Comb pwr share: 4.8%
- Final worst setup slack: 0.484 ns
- Tool Warnings: 34
- Most frequent cells in the layout: dfrtp_1, dlxtp_1, ha_1, clkdlybuf4s50_1, dlxtn_1
- Avg Cell Area, Syn: 11.6 um2
- Ports: 25
- MaxCap Viol Count: 0
- I/O Buffers: 23
- EDFF count, synth: 12
- Resized cells post-CTS: 0
- Total Routed Length: 5060 um
- Pre-CTS setup slack: 0.503 ns
- Antenna-violating nets left: 0
- CP Capture Type: flip-flop
- Overall power: 1.42 mW
- CP arrival: 2.05 ns
- Hold Path Class: in -> async
- Internal power: 1.12 mW
- Pre-Place Util: 30.8%
- Cell total in the yosys stat output: 290
- Crit path cell chain: inv_1, ha_1, nand2b_1, o21ai_2, o2111ai_4, mux2_2
- Max IR drop VDD: 222 uV
- Hold Fails Final Rpt: 0
- DRT iter0 DRCs: 57
- Clk_skew: 0.00804 ns
- Yosys stat chip area: 3350 um2
- Largest net degree at the start of global routing: 21
- Hold_ws: 0.143 ns
- Drt wl/cell: 11.0 um
- Max reg flops: 11
- Placed cell area: 3760 um2
- Initial antenna violation count: 0
- Most frequent logic cell in the layout: dfrtp_1
- Clock Power Share: 32.8%
- Synth Register Bits: 92
- Critical path class: reg -> reg
- Status: finished, final reports clean
- Routed vias/inst: 4.42
- Vias in the first global route: 1994
- Die Span X: 108 um
- Final Cell Area: 3850 um2
- Die height: 108 um
- Number of core rows: 38
- Top FF cell, synth: dfrtp_1
- Total gr overflow: 0
- Worst path bufs/invs: 1
- Post-CTS setup buffer count: 0
- First-pass DRT Iterations: 4
- NetSw: 296 uW
- WP data required: 2.54 ns
- Slew at the pin with the worst max-slew slack: 0.439 ns
- Startpoint types: flip-flop
- Lkg Pwr: 1.69 nW
- Yosys Warn Count: 67
- Final setup violation count: 0
- CP Launch Point: avgr_0.cs[1]
- Async SR Flop Fraction: 38.0%
- Cell Area, Synth: 3350 um2
- Pwr dens: 368 nW/um2
- Share of layout cells above drive strength 1: 12.2%
- Layout Utilization: 35.4%
- CP max stage delay: 0.42 ns
- Crit Path Max Fanout: 12
- Global-route wire length before repair: 9140 um
- Rel. slew slack: 70.7%
- Worst-path clk slew: 0.09 ns
- Post-route insts no fill: 460
- Worst R2R Start: avgr_0.cs[1]
- CTS tree: done
- Post-route setup TNS: 0 ns
- Register pins left without a clock: 45
- Switching portion of total power: 20.9%
- GP Congestion: 0.808
- Gate Count Post-Synth: 290
- Setup repair after global routing missed its margin: false
- Endpoints left unconstrained: 64
- Placed Cells: 452
- DRC: 0
- Distinct lib cells used: 50
- Synth-to-layout area growth: 14.9%
- Hold Buf Count CTS: 0
- DR vias: 2032
- Crit path max-delay family: flip-flops
- Flop pwr share: 62.4%
- Gr usage total: 9.90%
- FF-to-FF setup slack: 0.48 ns
- Max Slew Vio Count: 0
- Ant. Diodes: 0
- Die ar.: 11600 um2
- Top reg by flops: cnt_0.ram_addr
- Crit path max-delay cell type: dfrtp_1
- DP HPWL: 3960 um
- Core area: 10900 um2
-- per-layer routing --
| metal | wire length (um) | global-route usage (%) | vias to the layer above |
|---|---|---|---|
| met2 | 2250 | 14.6 | 24 |
| met3 | 105 | 1.60 | 6 |
| met4 | 61 | 1.47 | 0 |
| met5 | 0 | 0 | - |
| li1 | - | - | 1051 |
| met1 | 2640 | 16.1 | 951 |
-- cell usage after synthesis (all sizes together) (2+ instances only) --
cell	count	share of area (%)
a21o	3	0.67
a21oi	9	1.3
a22oi	3	0.67
and2	4	0.75
and3	2	0.37
buf	3	0.45
clkbuf	2	0.26
dfrtp	25	19
dfstp	10	7.8
dlxtn	21	9.4
dlxtp	24	11
edfxtp	12	11
ha	22	8.2
inv	19	2.1
mux2	9	3.0
mux2i	12	3.6
nand2	18	2.0
nand2b	3	0.56
nand3	8	1.2
nand3b	2	0.56
nand4	2	0.37
nor2	17	1.9
nor2b	6	1.1
nor3	2	0.45
nor3b	2	0.45
nor4	2	0.37
nor4bb	3	0.90
o21ai	10	1.6
or2	2	0.37
xnor2	13	3.4
xor2	6	1.6
-- power groups by stage --
stage / clock (mW) / combinational [mW] / sequential (mW)
global route: 0.527 / 0.0806 / 0.890
CTS: 0.488 / 0.0702 / 0.886
finish: 0.465 / 0.0683 / 0.885
-- final timing paths --
kind,endpoint,cells after the start
setup / recovery,fifo_0.data_out[0],6
hold / removal,shift_reg[7],1
setup reg to reg,fifo_0.data_out[0],6
hold reg to reg,cnt_0.ram_addr[10],1
max in group clk1,shift_reg_cnt[3],5
max in group asynchronous,cnt_0.ram_addr[0],2
min in group clk0,cnt_0.ram_addr[10],1
min in group clk1,shift_reg[0],2
-- worst reg2reg max path: stages (launching register included) --
cell	delay (ns)
dfrtp_1	0.42
inv_1	0.10
ha_1	0.41
nand2b_1	0.13
o21ai_2	0.19
o2111ai_4	0.22
mux2_2	0.33
-- cell type report --
type | instances | area (um2)
Fill cell | 1051 | 7040
Sequential cell | 92 | 1920
Multi-Input combinational cell | 174 | 1330
Timing Repair Buffer | 27 | 255
Tap cell | 140 | 175
Clock buffer | 6 | 82.6
Inverter | 19 | 71.3
Clock inverter | 2 | 8.76
-- cells by family (layout without fill, tap and decap cells) --
kind of cell | after synthesis | count (layout) | share of synthesized area, %
compound gates | 35 | 35 | 7.16
simple gates | 76 | 76 | 12.2
mux | 21 | 21 | 6.60
latches | 45 | 45 | 20.1
xor+xnor | 19 | 19 | 4.96
buf+inv | 24 | 54 | 2.84
flops | 47 | 47 | 37.2
fa+ha+maj | 23 | 23 | 8.81
No activity file was given, so power comes from the tool's default toggle rates.
